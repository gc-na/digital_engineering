**config.mk**
```make
export PLATFORM = sky130hd
export DESIGN_NAME = clkdiv
export DESIGN_NICKNAME = clkdiv
export VERILOG_FILES = /design/flow/design.v
export SDC_FILE = /design/flow/constraint.sdc
export NUM_CORES = 4
export LEC_CHECK = 1
export CORE_AREA = 10 10 89 89
export DIE_AREA = 0 0 99 99
```
**constraint.sdc**
```tcl
current_design clkdiv

set clk_period 2.2
set clk_io_pct 0.2

create_clock -name clk0 -period $clk_period [get_ports {mclk}]

set non_clock_inputs [all_inputs -no_clocks]
set_input_delay [expr $clk_period * $clk_io_pct] -clock clk0 $non_clock_inputs
set_output_delay [expr $clk_period * $clk_io_pct] -clock clk0 [all_outputs]
```
**design.v**
```verilog
module clkdiv (
input mclk,  
output reg clkout = 1'b0  
);
reg [19:0] rCnt = 20'h0_0000;
always @(posedge mclk)
begin
  if (rCnt[19:0] >= 999) begin 
  rCnt[19:0] <= 20'h0_0000;
  clkout <= ~clkout;
  end
  else begin
  rCnt[19:0] <= rCnt[19:0] + 20'h0_0001;
  end
end
endmodule
```
**run.sh**
```bash
#!/bin/bash
# OpenROAD 26Q1-2900-gdf79404cd8, Yosys 0.63+post, stock flow scripts
make -C /OpenROAD-flow-scripts/flow DESIGN_CONFIG=/design/flow/config.mk WORK_HOME=/design/flow/orfs finish
```
==> run summary <==
Notes on the flow outputs.

- The tool flagged a number of max-cap violations equal to 0.
- The largest clock skew in the final design is 0.00296 ns.
- The count of mapped cells out of synthesis reads 66.
- The total of cells resized after clock tree synthesis is 0.
- The pre-CTS setup slack reads 0.554 ns.
- The overall chip area is 0.00980 sq mm.
- The clock tree root driver cell reads sky130_fd_sc_hd__clkbuf_8.
- The launch point of the worst reg-to-reg path is rCnt[0].
- The count of final max-slew check failures reads 0.
- The start-to-end type of the worst setup path reads reg2reg.
- The number of buffers created by CTS is 3.
- In the post-route analysis, the smallest setup slack over all paths is 0.550 ns.
- The hold-critical path depth reads 1.
- The die outline height is 99 um.
- The flip-flop and latch count after synthesis reads 21.
- The layout-stage area growth over the synthesis result is 22.5%.
- The number of hold buffers added after CTS reads 0.
- Note, the detailed placer reported a final HPWL of 689 um.
- The first-pass iteration count of the detailed router reads 3.
- The kind of start point of the critical path is a register.
- The via count of the first global-routing pass is 412.
- A synthesized cell averages 11.1 sq um.
- The detailed router finished its first iteration with 53 violations.
- The floorplan core area is 0.00599 sq mm.
- The number of failing hold endpoints at the final stage is 0.
- The maximum fanout along the worst path reads 11.
- The beginning of the worst hold path reads rCnt[0].
- Per Yosys stat, the portion of area used by sequential elements is 58.6%.
- The final critical-path required period reads 1.65 ns.
- The endpoint of the worst register-to-register path reads clkout.
- Looking at the clock tree report, the maximum root-to-sink buffer count equals 2.
- The share of the synthesized area in the top cell type is 54.5%.
- Among all stages on the critical path, the maximum delay recorded is 0.34 ns.
- The number of top-level pins reads 2.
- The kind of end point of the critical path reads a register.
- The area recorded from the Yosys report for this design is 734 sq um.
- The number of warnings in the stage logs reads 25.
- The cell type with the largest total area after synthesis is sky130_fd_sc_hd__dfxtp_1.
- The global-route wire length before repair is 1760 um.
- The cell with the most instances after synthesis is sky130_fd_sc_hd__dfxtp_1.
- The number of enable flip-flop cells reads 1.
- Row generation in the floorplan step produced 28 rows.
- Based on the critical path, the design can be clocked at up to 606 MHz.
- The area of the mapped netlist reads 734 sq um.
- The depth of the worst register-to-register path is 4.
- The reg2reg setup slack is 0.55 ns.
- The floorplan core density reads 12.3%.
- The routed via count divided by cell count reads 3.07.
- The number of port buffers is 1.
- The clock net sink count reads 21.
- Counting the warning lines in the Yosys log gives 1.
- The floorplan die width is 99 um.
- For this sky-water flow run, the detailed-routed wirelength per cell is reported as 6.56 um.
- The utilization after layout is 15.0%.
- Among all flip-flop cells after synthesis, the most frequent one is sky130_fd_sc_hd__dfxtp_1.
- The critical path's slowest stage uses the library cell sky130_fd_sc_hd__dfxtp_1.
- The number of DRC violations after detailed routing is 0.
- The worst supply voltage drop on vdd is 487 uV.
- Setup repair after global routing left no endpoint under its margin.
- Walking the worst path, the cells encountered are ha_1, a211o_1, and3_4, or2_2.
- After synthesis, the share of flip-flops with an asynchronous set or reset is 0%.
- The total track usage is 2.08%.
- The power density over the cells reads 712 mW/mm^2.
- The final total negative setup slack reads 0 ns.
- Hold analysis lists the worst path endpoint as rCnt[0].
- The data arrival time at the worst-slack endpoint reads 1.67 ns.
- Dividing the final minimum period by the clock period gives 75.0%.
- The antenna cell count reads 0.
- Per the detail_route report, the via count comes to 469.
- The class of the worst hold path reads reg2reg.
- In this run the static leakage power is 0.000305 uW.
- The required time reported for the critical path endpoint reads 2.22 ns.
- The clock transition at the registers of the reported paths is 0.07 ns.
- The number of standard cells reported by yosys reads 66.
- After detailed routing, the total wire length is 1000 um.
- The initial antenna violation count came to 0.
- The sum of overflow across all layers after global routing is 0.
- The count of antenna-violating nets left after detailed routing reads 0.
- The post-synthesis cell type count is 29.
- The H-tree depth reported by CTS is 1.
- The run finished with clean final reports.
- By count the netlist is led by sky130_fd_sc_hd__dfxtp_1, sky130_fd_sc_hd__nand3_1, sky130_fd_sc_hd__nor3_1, sky130_fd_sc_hd__a211oi_1, sky130_fd_sc_hd__o21ai_0.
- The pin count of the biggest net entering global routing reads 13.
- Ranked by total cell area, the synthesized netlist is headed by sky130_fd_sc_hd__dfxtp_1, sky130_fd_sc_hd__nand3_1, sky130_fd_sc_hd__edfxtp_1.
- The CTS tree is yes.
- Cells with a size suffix above 1 make up 14.1% of the layout.
- Per the repair_timing log after CTS, setup buffers inserted total 0.
- The final count of negative-setup-slack endpoints reads 0.
- The clock latency reported for the late side of the worst-skew pair reads 0.25 ns.
- The routability-driven placement congestion ratio is 0.752.
sequential cells by signal (all words and copies together), names as in the netlist:
register / count
rCnt: 20
clkout: 1
per-stage QoR:
step                      cell area (sq um)  instances  hold slack (ns)  total power (uW)
final                                   900        153            0.501               640
after global routing                    900        153            0.531               668
after CTS                               900        153            0.506               650
after detailed placement                853        149            0.495               408
after global placement                  853        149            0.485               408
after floorplan                         768         75            0.459               406
how the worst max path moves through the flow:
stage / to / from / depth (start not counted) / slack (ns)
final: clkout / rCnt[0] / 4 / 0.55
after global routing: clkout / rCnt[0] / 4 / 0.48
after CTS: clkout / rCnt[0] / 4 / 0.54
power by group:
part	internal [uW]	switching [uW]	total, uW
Sequential	393	2.42	395
Clock	126	115	241
Combinational	1.52	2.30	3.82
Total	520	120	640
cells by family (layout without fill, tap and decap cells):
group / Yosys count / after routing / synth area share (%)
XOR/XNOR: 3 / 3 / 3.58
adder cells (fa/ha/maj): 1 / 1 / 1.70
other: 1 / 10 / 0.511
AND/OR/NAND/NOR: 25 / 25 / 21.1
buffers and inverters: 5 / 8 / 4.60
flip-flops: 21 / 21 / 58.6
AND-OR/OR-AND: 10 / 10 / 9.88
critical path, delay by kind of cell, from the launching register on:
kind | cells | cell delay [ns]
AND/OR/NAND/NOR | 2 | 0.53
adder cells (fa/ha/maj) | 1 | 0.25
AND-OR/OR-AND | 1 | 0.30
flip-flops | 1 | 0.34
placed cells by master, fill, tap and decap left out, types with 2 or more instances in the layout:
master,netlist,layout
sky130_fd_sc_hd__or3_1,2,2
sky130_fd_sc_hd__nand3_1,6,6
sky130_fd_sc_hd__conb_1,1,10
sky130_fd_sc_hd__nor3_1,5,5
sky130_fd_sc_hd__xor2_1,2,2
sky130_fd_sc_hd__inv_1,2,2
sky130_fd_sc_hd__a211oi_1,3,3
sky130_fd_sc_hd__nor4_1,2,2
sky130_fd_sc_hd__clkbuf_8,0,3
sky130_fd_sc_hd__dfxtp_1,20,20
sky130_fd_sc_hd__o21ai_0,3,3
metal layers:
| metal | global-route usage (%) | part of all wire (%) | up-vias |
|---|---|---|---|
| met5 | 0 | 0 | - |
| met4 | 0.221 | 0 | 0 |
| met1 | 2.82 | 53 | 211 |
| met3 | 1.13 | 5.8 | 0 |
| li1 | - | - | 253 |
| met2 | 2.91 | 41 | 5 |
final cells by class:
| cell class | count | area (sq um) |
|---|---|---|
| inverter | 2 | 7.51 |
| multi-input combinational | 49 | 304 |
| clock inverter | 1 | 5.00 |
| tap | 75 | 93.8 |
| clock buffer | 3 | 41.3 |
| fill | 662 | 5090 |
| sequential | 21 | 430 |
| timing repair buffer | 2 | 17.5 |
Power is estimated from default activity; no workload was simulated.
