## flow/run.sh

```bash
#!/bin/bash
# OpenROAD 26Q1-2900-gdf79404cd8, Yosys 0.63+post, stock flow scripts
make -C /OpenROAD-flow-scripts/flow DESIGN_CONFIG=/design/flow/config.mk WORK_HOME=/design/flow/orfs finish
```

## flow/config.mk

```make
export PLATFORM = sky130hd
export DESIGN_NAME = fsm_moore
export DESIGN_NICKNAME = fsm_moore
export VERILOG_FILES = /design/flow/design.v
export SDC_FILE = /design/flow/constraint.sdc
export NUM_CORES = 4
export LEC_CHECK = 1
export CORE_AREA = 10 10 70 70
export DIE_AREA = 0 0 80 80
```

## flow/constraint.sdc

```tcl
current_design fsm_moore

set clk_period 3.0
set clk_io_pct 0.2

create_clock -name clk0 -period $clk_period [get_ports {clk}]

set non_clock_inputs [all_inputs -no_clocks]
set_input_delay [expr $clk_period * $clk_io_pct] -clock clk0 $non_clock_inputs
set_output_delay [expr $clk_period * $clk_io_pct] -clock clk0 [all_outputs]
```

## flow/design.v

```verilog
module fsm_moore (clk, a, b, reset, state);
input clk, a, b, reset;
output reg [8:0] state; 
parameter [8:0]
IDLE = 8'b00000000,
A0 = 8'b00000001,
A1 = 8'b00000010,
A2 = 8'b00000100,
A3 = 8'b00001000,
B0 = 8'b00010000,
B1 = 8'b00100000,
B2 = 8'b01000000,
B3 = 8'b10000000;
  always@ (posedge clk) begin
    if(reset)
      state <= IDLE;
	case (state)
		IDLE :begin
          if(a) state = A0;
          else if(b) state = B0;
			end
		A0 :begin
          if(a) state = A1;
			end
		A1 :begin
          if(a) state = A2;
			end
		A2 :begin
          if(a) state = A3;
			end
		A3 :begin
          if(a) state = IDLE;
			end
		B0 :begin
          if(b) state = B1;
			end
		B1 :begin
          if(b) state = B2;
			end
		B2 :begin
          if(b) state = B3;
			end
		B3 :begin
          if(b) state = IDLE;
			end      
	endcase
end
endmodule
```

==> CHANGELOG.md <==
## Flow update

- Worst slack, placed: 0.821 ns
- H-Tree Level Count: 1
- Inst Count DP: 100
- DRC: 0
- Post-DR wirelength/cell: 9.90 um
- Clock share of power: 38.0%
- Ys async rst share: 0%
- Total gr overflow: 0
- Worst R2R End: state[2]$_DFFE_PP_
- Reg clk slew, reported paths: 0.05 ns
- Layout cells sized above 1: 15.8%
- Final count of negative-setup-slack endpoints: 0
- DR iter-0 viols: 7
- Clk latency of the worst-skew pair: 0.25 ns
- Peak VDD IR: 0.101 mV
- Arrival time at the worst endpoint: 1.87 ns
- Yosys stat cell total: 43
- Dpl hpwl: 829 um
- Biggest register: state
- CTS root buf: clkbuf_4
- Log Warnings: 26
- Antenna violations before repair: 0
- R2R Setup Slk: 1.24 ns
- Vert. Die Dim: 80 um
- Sw Ratio: 17.2%
- DP Area: 647 um2
- Setup ws final: 1.09 ns
- RSZ-0062 raised after global routing: no
- Final instance area: 669 um2
- Min-delay src: state[4]$_DFFE_PP_
- Cells resized by post-CTS repair: 0
- NetSw: 0.0000357 W
- Seq pwr share: 59.0%
- Worst hold path type: flop to flop
- Fmax: 524 MHz
- Worst Setup Start Kind: primary input
- Largest net degree at the start of global routing: 9
- Core area: 3420 um2
- Ys flops: 8
- Finished Core Util: 19.6%
- Total Routed Length: 1020 um
- Internal cell power: 0.000171 W
- Num ports: 13
- Run status: finished clean
- Avg Inst Size Synth: 11.2 um2
- Synth Seq Share: 49.9%
- Final Hold Vio Count: 0
- Max FFs per register: 8
- Commonest Layout Cell: clkdlybuf4s50_1
- Synth warn: 1
- Synth Flop Type: edfxtp_1
- Cell row count: 21
- Largest regs: state x8
- Port bufs: 10
- Final Instance Count excl. Fillers: 103
- Vias in the first global route: 358
- Worst r2r src: state[4]$_DFFE_PP_
- Hold_buf cts: 0
- P_leak: 0.210 nW
- Hold path cells: 1
- Synthesized area: 482 um2
- GR Util All Layers: 3.23%
- CP Capture Type: flop
- ANT nets after route: 0
- Post-layout period usage: 63.6%
- WS Path Type: primary input to flop
- Gate Count Post-Synth: 43
- Slew Limit Fails: 0
- Comb pwr share: 3.0%
- First-pass GRT wire length: 1700 um
- Max-cap violations: 0
- Die area: 6400 um2
- Num CTS Buffers: 3
- Via/cell ratio: 3.74
- Fp util: 14.1%
- TritonCTS clock tree: done
- Yosys Chip Area: 482 um2
- Skew final: 0.00257 ns
- Total iterations of the first detailed-routing run: 3
- Cell Type Count: 25
- Depth of the most critical reg-to-reg path: 3
- Placer Congestion: 0.817
- Post-CTS Setup Bufs: 0
- Layout area overhead: 39.0%
- Crit Path Max Fanout: 4
- Pwr dens: 309 nW/um2
- Hold Path End: state[6]$_DFFE_PP_
- Dominant logic cell types in the final layout: 10 x clkdlybuf4s50_1, 8 x edfxtp_1, 7 x nor2_1
- Setup TNS: 0 ns
- Die Wd: 80 um
- Diode count: 0
- Clk sinks: 8
- Crit path DRT: 2.97 ns
- Final critical-path required period: 1.91 ns
- Crit path launch: a
- Number of enable flip-flop cells: 8
- Via Count: 385
- CTS max path bufs: 2
-- per-layer routing --
layer | part of all wire [%] | up-vias | routed length [um] | track usage [%]
met5 | 0 | - | 0 | 0
met2 | 51 | 4 | 516 | 5.30
met4 | 0 | 0 | 0 | 0.704
met3 | 4.7 | 0 | 48 | 1.59
met1 | 45 | 187 | 454 | 3.71
li1 | - | 194 | - | -
-- metrics by stage --
stage               hold slack, ns  power [W]
finish                       0.712   0.000207
global route                 0.760   0.000216
floorplan                    0.629   0.000128
global placement             0.693   0.000131
CTS                          0.716   0.000211
detailed placement           0.709   0.000131
-- critical path: stages --
cell and delay, ns:
clkdlybuf4s50_1 0.50, inv_1 0.06, a2111oi_0 0.29, a21oi_1 0.07, o2bb2ai_1 0.19, buf_4 0.17
-- worst max-delay path by stage --
| stage | cells after the start | end | slack [ns] |
|---|---|---|---|
| global route | 6 | state[5]$_DFFE_PP_ | 0.98 |
| finish | 6 | state[2]$_DFFE_PP_ | 1.09 |
| CTS | 6 | state[5]$_DFFE_PP_ | 1.09 |
-- Yosys cell counts (2+ instances only) --
cell type | instances | area, um2
edfxtp_1 | 8 | 240
nand2_1 | 2 | 7.51
nor2_1 | 7 | 26.3
nor3b_2 | 2 | 25.0
nor4b_1 | 3 | 26.3
xor2_1 | 2 | 17.5
-- power by group through the flow --
| stage | Clock [W] | Combinational (W) | Sequential (W) |
|---|---|---|---|
| 4_1_cts | 0.0000820 | 0.00000636 | 0.000122 |
| 5_1_grt | 0.0000873 | 0.00000702 | 0.000122 |
| 6_report | 0.0000786 | 0.00000631 | 0.000122 |
-- area by class of cell --
type | instances | area (um2)
Fill cell | 374 | 2750
Timing Repair Buffer | 12 | 115
Tap cell | 46 | 57.6
Inverter | 1 | 3.75
Sequential cell | 8 | 240
Clock buffer | 3 | 22.5
Multi-Input combinational cell | 33 | 230
-- cells by family (layout without fill, tap and decap cells) --
kind of cell	count (synthesis)	in the layout	synth area share, %
buf+inv	2	16	2.34
compound gates	8	8	12.5
flops	8	8	49.9
other cells	1	1	0.778
simple gates	22	22	30.9
xor+xnor	2	2	3.64
Power is estimated from default activity; no workload was simulated.
