<file path="design/flow/design.v">
module seg7dec (
input [3:0] val,
output reg [6:0] seg  
);
always @(*)
begin
case (val[3:0])
4'h0 : seg[6:0] = 7'b111_1110;
4'h1 : seg[6:0] = 7'b011_0000;
4'd2 : seg[6:0] = 7'b110_1101;     
4'd3 : seg[6:0] = 7'b111_1001;     
4'd4 : seg[6:0] = 7'b011_0011;     
4'd5 : seg[6:0] = 7'b101_1011;     
4'd6 : seg[6:0] = 7'b101_1111;     
4'd7 : seg[6:0] = 7'b111_0000;   
4'd8 : seg[6:0] = 7'b111_1111;   
4'd9 : seg[6:0] = 7'b111_1011;   
default: seg[6:0] = 7'b100_0111;  
endcase
end
endmodule
</file>
<file path="design/flow/run.sh">
#!/bin/bash
# OpenROAD 26Q1-2900-gdf79404cd8, Yosys 0.63+post, stock flow scripts
make -C /OpenROAD-flow-scripts/flow DESIGN_CONFIG=/design/flow/config.mk WORK_HOME=/design/flow/orfs finish
</file>
<file path="design/flow/config.mk">
export PLATFORM = sky130hd
export DESIGN_NAME = seg7dec
export DESIGN_NICKNAME = seg7dec
export VERILOG_FILES = /design/flow/design.v
export SDC_FILE = /design/flow/constraint.sdc
export NUM_CORES = 4
export LEC_CHECK = 1
export CORE_AREA = 10 10 70 70
export DIE_AREA = 0 0 80 80
</file>
<file path="design/flow/constraint.sdc">
current_design seg7dec

set clk_period 1.3
set clk_io_pct 0.2

create_clock -name clk0 -period $clk_period

set non_clock_inputs [all_inputs -no_clocks]
set_input_delay [expr $clk_period * $clk_io_pct] -clock clk0 $non_clock_inputs
set_output_delay [expr $clk_period * $clk_io_pct] -clock clk0 [all_outputs]
</file>
==> results_tabular.tex <==
% Yosys + OpenROAD metrics
\begin{tabular}{lr}
\hline
Metric & Value \\
\hline
\multicolumn{2}{l}{\textbf{Run status}} \\
\quad Run status & finished, violations left \\
\quad Violations in the final reports & negative setup slack \\
\multicolumn{2}{l}{\textbf{Yosys}} \\
\quad Post-synthesis instance area & 220.2 um\^{}2 \\
\quad Sequential element share of the synthesized area & 0 \\
\quad Chip area from the yosys synthesis statistics & 220.2 um\^{}2 \\
\quad Portion of synthesized cell area occupied by the leading cell type & 0.3409 \\
\quad Top post-synthesis cells by area & ha\_1 (34\%), a21o\_1 (6.8\%), a22oi\_2 (5.7\%) \\
\quad Top cell type by total area after synthesis & ha\_1 \\
\quad Synth Instances & 27 \\
\quad Number of cell instances after yosys synthesis & 27 \\
\quad Number of different library cells in the post-synthesis netlist & 18 \\
\quad Synthesized area per cell & 8.156 um\^{}2 \\
\quad Yosys warning tally & 1 \\
\multicolumn{2}{l}{\textbf{Floorplan}} \\
\quad Number of ports placed on the die boundary & 11 \\
\quad Starting utilization of the core area & 0.06447 \\
\quad Full die area & 6400 um\^{}2 \\
\quad Horizontal die size & 80 um \\
\quad Core box area & 3416 um\^{}2 \\
\quad Overall die height & 80 um \\
\quad Std-Cell Rows & 21 \\
\multicolumn{2}{l}{\textbf{GRT}} \\
\quad First-pass GRT wire length & 1304 um \\
\quad Number of antenna violations at the first check in global routing & 0 \\
\quad Pin count of the biggest net entering global routing & 7 \\
\quad GRT Overall Usage & 0.02378 \\
\quad Via count of the first global-routing pass & 270 \\
\quad Congestion Overflow GR & 0 \\
\multicolumn{2}{l}{\textbf{Power}} \\
\quad Part of the total power dissipated in combinational logic & 1.000 \\
\quad Power, Total & 0.1356 mW \\
\quad Leakage power & 0.2102 nW \\
\quad Maximum resistive drop on vdd & 0.05337 mV \\
\quad Portion of total power attributed to sequential cells & 0 \\
\quad Power density relative to cell area & 262.4 nW/um\^{}2 \\
\quad Switching power as a share of total power & 0.3996 \\
\quad Cell internal power dissipation & 0.08140 mW \\
\quad Net Switching & 0.05418 mW \\
\quad Power share of the clock group & 0 \\
\multicolumn{2}{l}{\textbf{Placement}} \\
\quad Area after DPL & 416.7 um\^{}2 \\
\quad Inst Count DP & 88 \\
\quad Estimated wirelength of the detail-placed design & 609.7 um \\
\quad Quantity of I/O buffers inserted on ports & 11 \\
\quad Pre-CTS worst setup slack & -0.8834 ns \\
\quad Routability-driven placement congestion ratio & 0.8044 \\
\multicolumn{2}{l}{\textbf{Worst setup path}} \\
\quad Crit path launch type & input pin \\
\quad Worst Setup Path Type & in -> out \\
\quad Maximum fanout along the worst path & 3 \\
\quad Arrival time of the worst setup path & 1.05 ns \\
\quad Kind of end point of the critical path & output port \\
\quad Worst EP required & 1.04 ns \\
\multicolumn{2}{l}{\textbf{Layout}} \\
\quad Clock buffer instance count of the final layout & 0 \\
\quad Leading cell type in the layout, fill and taps excluded & buf\_2 \\
\quad Design area & 516.7 um\^{}2 \\
\quad Share of cells above drive strength 1 & 0.7111 \\
\quad Number of standard cells in the final layout excluding fillers & 91 \\
\quad Highest-count cells in the layout ignoring fill and taps & buf\_2 (8), ha\_4 (4), buf\_4 (4), buf\_6 (4) \\
\quad Final standard cell utilization of the core & 0.1513 \\
\quad Sequential cell count of the final layout & 0 \\
\quad Combined flip-flop and latch cell area & 0 um\^{}2 \\
\quad Layout Area Growth over Synthesis & 134.7\% \\
\multicolumn{2}{l}{\textbf{Flow run}} \\
\quad Stage-log warning count & 39 \\
\quad Max-cap violations & 0 \\
\multicolumn{2}{l}{\textbf{STA}} \\
\quad Min setup slack post-route & -0.01220 ns \\
\quad Number of pins with negative max-slew slack in the final report & 0 \\
\quad Max\_slew headroom & 0.8957 \\
\quad Final critical-path required period & 1.312 ns \\
\quad Total negative slack for setup checks & -0.01596 ns \\
\quad Post-Route Hold Slack & 0.9415 ns \\
\quad Worst-margin pin slew & 0.1521 ns \\
\quad Number of hold-slack violations in the final timing report & 0 \\
\quad Timing-limited maximum frequency & 762.1 MHz \\
\quad Ratio of final minimum period to clock period & 1.009 \\
\quad Total setup violations reported at the end of the flow & 2 \\
\quad Unrepaired setup endpoints after global routing & yes \\
\multicolumn{2}{l}{\textbf{Drt}} \\
\quad Via count normalized by instance count & 2.769 \\
\quad Number of nets still failing antenna checks after routing & 0 \\
\quad Detailed Route Iter0 Violations & 0 \\
\quad Final antenna diode count & 0 \\
\quad Total via count in the routed design & 252 \\
\quad Total wire length & 768 um \\
\quad First drt pass iteration count & 1 \\
\quad Final routed DRC violation total & 0 \\
\quad Routed wire per std cell & 8.440 um \\
\multicolumn{2}{l}{\textbf{Worst hold path}} \\
\quad Worst Hold Class & in -> out \\
\hline
\end{tabular}
==> Yosys cell counts (all sizes together) <==
cell and n:
ha 6, inv 3, a21o 2, buf 2, nand2 2, or2 2, a211o 1, a22oi 1
mux2 1, mux2i 1, nand3b 1, nor2 1, nor2b 1, o21ai 1, o22ai 1, o31a 1
==> layer usage <==
layer / share of wire / GRT usage / vias up
met5: 0 / 0 / -
met1: 0.41 / 0.02769 / 120
met4: 0 / 0 / 0
li1: - / - / 130
met3: 0.022 / 0.002273 / 0
met2: 0.56 / 0.04735 / 2
==> logic make-up (layout without fill, tap and decap cells) <==
group,after synthesis,in the layout,share of synthesized area
AOI/OAI and AO/OA,7,7,0.2557
and+or+nand+nor,7,7,0.1819
adders and majority gates,6,6,0.3409
buffers and inverters,5,23,0.1250
muxes,2,2,0.09659
==> critical path: stages <==
cell and delay, ns:
buf_8 0.11, inv_6 0.06, ha_4 0.13, buf_4 0.10
mux2i_1 0.06, or2_4 0.22, buf_2 0.11
==> final timing paths <==
path                    from  endpoint  slack (ns)  cells past startpoint
worst max-delay path  val[1]    seg[6]       -0.01                      7
worst min-delay path  val[2]    seg[3]        0.94                      4
==> power groups by stage <==
stage	clock, mW	combinational (mW)	sequential [mW]
4_1_cts	0	0.127	0
6_report	0	0.136	0
5_1_grt	0	0.150	0
==> final cells by class <==
| type | instances | area (um^2) |
|---|---|---|
| tap | 46 | 57.56 |
| timing repair buffer | 20 | 173.9 |
| fill | 390 | 2899 |
| multi-input combinational | 22 | 261.5 |
| inverter | 3 | 23.77 |
==> timing repair <==
item                       4_1_cts  5_1_grt
setup endpoints to repair        7        6
buffers inserted                 3        0
gates cloned                     0        0
pin swaps                        6        3
resized                         61        8
hold buffers                     0        0
Power is estimated from default activity; no workload was simulated.
